==> run.sh <==
#!/bin/bash
# OpenROAD 26Q1-2900-gdf79404cd8, Yosys 0.63+post, stock flow scripts
make -C /OpenROAD-flow-scripts/flow DESIGN_CONFIG=/design/flow/config.mk WORK_HOME=/design/flow/orfs finish
==> config.mk <==
export PLATFORM = sky130hd
export DESIGN_NAME = model
export DESIGN_NICKNAME = model
export VERILOG_FILES = /design/flow/design.v
export SDC_FILE = /design/flow/constraint.sdc
export NUM_CORES = 4
export LEC_CHECK = 1
export CORE_AREA = 10 10 79 79
export DIE_AREA = 0 0 89 89
==> constraint.sdc <==
current_design model

set clk_period 7.6
set clk_io_pct 0.2

create_clock -name clk0 -period $clk_period

set non_clock_inputs [all_inputs -no_clocks]
set_input_delay [expr $clk_period * $clk_io_pct] -clock clk0 $non_clock_inputs
set_output_delay [expr $clk_period * $clk_io_pct] -clock clk0 [all_outputs]
==> design.v <==
module model #(parameter
  DATA_WIDTH = 16
) (
  input [DATA_WIDTH-1:0] din,
  output logic [$clog2(DATA_WIDTH):0] dout
);
integer i;
reg [$clog2(DATA_WIDTH):0] counter1;
assign dout = counter1;
always@(*) begin
  counter1 = 0;
  for(i=0 ;i<DATA_WIDTH; i= i+1)begin  
    if (din[i] & 1)begin
      counter1 = counter1 +1'b1;
    end
    else begin
      counter1 = counter1;
    end
  end
end
endmodule
==> summary.rpt <==
PHYSICAL IMPLEMENTATION REPORT
----------------------------------------------------
[Global routing]
  First-pass GRT wire length ........................ a little over 8000 µm
  Antenna violations before repair ........................ 0
  Total routing usage reported by global routing ........................ a little under an eighth
  Vias in the first global route ........................ just under 2000
  Total congestion overflow ........................ 0
  Largest net degree at the start of global routing ........................ 13

[Power]
  Int Pwr ........................ about 0.87 mW
  Sw Ratio ........................ a little over two fifths
  Net switching power figure ........................ 0.646 mW
  Sequential cell fraction of total power ........................ 0%
  Power after layout ........................ about 1.5 mW
  Highest ir drop seen on vdd ........................ between 0.2 and 0.3 mV
  Clock share of power ........................ 0%
  Pleak ........................ 1.50 nW
  Gate power share ........................ ~100%
  Power density over cell area ........................ 455 nW/µm²

[Floorplanning]
  Area of the placeable core ........................ approximately 4700 µm²
  Chip Area ........................ 7920 µm²
  Die outline width ........................ 89 µm
  Number of cell rows ........................ 25
  Y dimension of the die ........................ approximately 89 µm
  Ports ........................ 21
  FP Core Util ........................ a little over two fifths

[Timing]
  Fin. max-slew vios ........................ 0
  Tightest hold margin ........................ around 3900 ps
  Final hold violation count ........................ 0
  Number of endpoints failing setup at the final stage ........................ 4
  Worst slew slack as a fraction of its limit ........................ around 63%
  Post-layout minimum cycle time ........................ a little over 10000 ps
  Sum of negative setup slack ........................ -8410 ps
  RSZ-0062 raised after global routing ........................ true
  Worst-Margin Slew ........................ roughly 560 ps
  Final worst-path setup slack ........................ -2500 ps
  Highest clock frequency the design can meet ........................ just under 100 MHz
  Final worst-path cycle share ........................ 133%

[Job]
  Count of warning messages emitted by the tools ........................ 38
  Number of maximum-capacitance violations ........................ 0

[Placement]
  Half-perimeter wire length after detailed placement ........................ roughly 3900 µm
  Worst slack, placed ........................ -3450 ps
  Cell Area, Placed ........................ around 3100 µm²
  IO buf count ........................ 21
  Number of placed instances with taps included ........................ a little over 400
  Global placer's final weighted congestion ........................ 0.822

[Synth]
  Avg Synthesized Cell Area ........................ around 8 µm²
  Fraction of the yosys area taken by sequential cells ........................ 0%
  Dominant cell area share ........................ a little under an eighth
  Top cells by count ........................ xnor2_1 (27), nand2_1 (26), ha_1 (17), inv_1 (17)
  Most used standard cell by instance count after synthesis ........................ xnor2_1
  Total cell area reported by yosys after synthesis ........................ between 2000 and 2500 µm²
  # Cells Yosys ........................ 259
  Most area-hungry cell type in the Yosys netlist ........................ xnor2_1
  Count of unique library cells instantiated by Yosys ........................ 62
  Yosys warning total ........................ 1
  Top cells by area ........................ xnor2_1 (12%), ha_1 (11%), xor2_1 (7.0%)
  Synthesized cell area ........................ 2010 µm²
  Synth Instances ........................ about 260

[Final layout]
  Final std cell area, no fill ........................ 3340 µm²
  Total number of sequential cells ........................ 0
  Footprint of the flip-flops and latches ........................ 0 µm²
  Synthesis-to-finish area growth ........................ 66.0%
  Share of cells above drive strength 1 ........................ 49.5%
  Number of clock buffers in the layout ........................ 0
  Count of placed standard cells in the final layout, fillers left out ........................ 424
  Post-layout utilization of the core ........................ roughly 72%

[Clocking]
  CTS hold repair buffers ........................ 0

[Setup path]
  Largest fanout of any net on the critical path ........................ 3
  Startpoint types ........................ input port
  Critical path start-end classification ........................ input port to output port
  Most used cell, CP ........................ ha_4
  Critical-path cell with the highest stage delay ........................ ha_2
  Arrival time worst endpoint ........................ between 8000 and 9000 ps
  Req. time, crit path ........................ around 6100 ps
  Endpoint type of the worst setup path ........................ output port
  Max stage delay on crit path ........................ 320 ps

[Outcome]
  Outcome ........................ finished with violations
  Failing checks ........................ setup timing

[Route]
  Remaining DRCs ........................ 0
  Post-DR vias/cell ........................ 4.97
  Number of optimization iterations in the first detailed-route pass ........................ 4
  Antenna-violating nets left ........................ 0
  Final routed wire length divided by cell count ........................ around 11 µm
  Number of antenna repair diodes ........................ 0
  Detailed-route via count ........................ between 2000 and 2500
  Wire length reported by the detailed router ........................ about 4700 µm
  Initial detailed-routing violation count ........................ 84

[Hold path]
  Path type of the worst min-delay path ........................ input port to output port

----------------------------------------------------
routing by layer:
metal	vias up	share of wire [%]	track usage (%)
met3	0	2.4	0.551
met5	-	0	0
met2	11	44	19.4
li1	1153	-	-
met1	944	54	17.7
met4	0	0	0.289
area by class of cell:
type	count	area, µm²
Inverter	18	85.1
Multi-Input combinational cell	229	2200
Tap cell	54	67.6
Fill cell	356	1320
Timing Repair Buffer	123	986
layout by cell type, fill, tap and decap left out, types with 4 or more instances in the layout:
| cell type | count |
|---|---|
| mux2i_1 | 8 |
| xnor2_4 | 5 |
| nand2_1 | 22 |
| mux2_4 | 4 |
| nand3_1 | 8 |
| xnor2_1 | 19 |
| inv_1 | 13 |
| buf_6 | 4 |
| ha_1 | 9 |
| buf_2 | 4 |
| buf_4 | 98 |
| ha_4 | 6 |
| xnor2_2 | 7 |
| clkdlybuf4s50_1 | 14 |
| o21ai_1 | 4 |
| xor2_1 | 16 |
| o21ai_2 | 6 |
| or2_2 | 4 |
| a21oi_1 | 10 |
| nor2_1 | 15 |
| nand2_2 | 4 |
| o21ai_0 | 5 |
| nor3_1 | 5 |
power groups by stage:
stage | logic, mW | clock network (mW) | registers [mW]
CTS | 1.38 | 0 | 0
global route | 1.67 | 0 | 0
finish | 1.52 | 0 | 0
path summary, 6_finish.rpt:
| check | cells past startpoint | startpoint | to | slack, ps |
|---|---|---|---|---|
| min | 3 | din[15] | dout[1] | 3890 |
| max | 48 | din[1] | dout[4] | -2500 |
worst max-delay path: cells and delay by family:
kind,cells,cell delay (ps)
adders and majority gates,8,2130
xor gates and xnor gates,8,1070
buffers and inverters,5,330
muxes,6,1270
and+or+nand+nor,9,840
AOI/OAI and AO/OA,12,1450
cells by family (layout without fill, tap and decap cells):
| kind of cell | count (synthesis) | count (layout) | share of synthesized area (%) |
|---|---|---|---|
| compound gates | 59 | 59 | 20.5 |
| xor+xnor | 56 | 56 | 33.8 |
| fa+ha+maj | 17 | 17 | 10.6 |
| buf+inv | 30 | 141 | 6.16 |
| mux | 14 | 14 | 7.21 |
| simple gates | 83 | 83 | 21.8 |
repair_timing:
item                                    4_1_cts  5_1_grt
cloned                                        0        0
resized                                      29       35
hold endpoints to repair                      0        0
buffers inserted                              7        6
pin swaps                                    23       28
endpoints found under the setup margin        4        4
Power figures rest on the tool's default switching activity, not on a simulated workload.
